--- /design/flow/run.sh ---
#!/bin/bash
# OpenROAD 26Q1-2900-gdf79404cd8, Yosys 0.63+post, stock flow scripts
make -C /OpenROAD-flow-scripts/flow DESIGN_CONFIG=/design/flow/config.mk WORK_HOME=/design/flow/orfs finish
--- /design/flow/design.v ---
module ff_impl(output reg Q, 
               input      D, clk, res);
    always @(posedge clk) begin
        if (res) begin
            Q <= 1'b0;
        end else begin
            Q <= D;
        end
    end
endmodule 
module shft_8bss(output Q,
                 input  D,
                 input  clk, res);
    wire [6:0] A;
    wire       clk;
    ff_impl ff0(A[0], D   , clk, res);
    ff_impl ff1(A[1], A[0], clk, res);
    ff_impl ff2(A[2], A[1], clk, res);
    ff_impl ff3(A[3], A[2], clk, res);
    ff_impl ff4(A[4], A[3], clk, res);
    ff_impl ff5(A[5], A[4], clk, res);
    ff_impl ff6(A[6], A[5], clk, res);
    ff_impl ff7(Q   , A[6], clk, res);
endmodule
module shft_8bsp(output [7:0] Q,
                 input        D,
                 input        clk, res);
    wire       clk;
    ff_impl ff0(Q[0], D   , clk, res);
    ff_impl ff1(Q[1], Q[0], clk, res);
    ff_impl ff2(Q[2], Q[1], clk, res);
    ff_impl ff3(Q[3], Q[2], clk, res);
    ff_impl ff4(Q[4], Q[3], clk, res);
    ff_impl ff5(Q[5], Q[4], clk, res);
    ff_impl ff6(Q[6], Q[5], clk, res);
    ff_impl ff7(Q[7], Q[6], clk, res);
endmodule
module shft_8bps(output       Q,
                 input  [7:0] D,
                 input        clk, res);
    wire       clk;
    ff_impl ff0(D[1], D[0], clk, res);
    ff_impl ff1(D[2], D[1], clk, res);
    ff_impl ff2(D[3], D[2], clk, res);
    ff_impl ff3(D[4], D[3], clk, res);
    ff_impl ff4(D[5], D[4], clk, res);
    ff_impl ff5(D[6], D[5], clk, res);
    ff_impl ff6(D[7], D[6], clk, res);
    ff_impl ff7(Q   , D[7], clk, res);
endmodule
module shft_8bpp(output [7:0] Q,
                 input  [7:0] D,
                 input        clk, res);
    wire       clk;
    assign Q = D;
    ff_impl ff0(D[1], D[0], clk, res);
    ff_impl ff1(D[2], D[1], clk, res);
    ff_impl ff2(D[3], D[2], clk, res);
    ff_impl ff3(D[4], D[3], clk, res);
    ff_impl ff4(D[5], D[4], clk, res);
    ff_impl ff5(D[6], D[5], clk, res);
    ff_impl ff6(D[7], D[6], clk, res);
    ff_impl ff7(Q[7], D[7], clk, res);
endmodule
--- /design/flow/config.mk ---
export PLATFORM = sky130hd
export DESIGN_NAME = shft_8bpp
export DESIGN_NICKNAME = shft_8bpp
export VERILOG_FILES = /design/flow/design.v
export SDC_FILE = /design/flow/constraint.sdc
export NUM_CORES = 4
export LEC_CHECK = 1
export CORE_AREA = 10 10 70 70
export DIE_AREA = 0 0 80 80
--- /design/flow/constraint.sdc ---
current_design shft_8bpp

set clk_period 1.0
set clk_io_pct 0.2

create_clock -name clk0 -period $clk_period [get_ports {clk}]

set non_clock_inputs [all_inputs -no_clocks]
set_input_delay [expr $clk_period * $clk_io_pct] -clock clk0 $non_clock_inputs
set_output_delay [expr $clk_period * $clk_io_pct] -clock clk0 [all_outputs]
==> results.sh <==
# implementation run metrics
export IMPL_haltStage="synthesis (1_2_yosys)"
export IMPL_status="stopped before the end"
export IMPL_ys_warn_count=1
export IMPL_synth_seq_cells=6
export IMPL_firstError="ERROR: Found 7 problems in 'check -assert'."
export IMPL_yosysCellCount=22
export IMPL_yosysUniqueCellTypes=4
export IMPL_ys_seq_frac=0.525
export IMPL_synth_chip_area_um2=229
Yosys cell counts (all sizes together):
| library cell | n | share of area |
|---|---|---|
| conb | 1 | 0.016 |
| buf | 9 | 0.30 |
| dfxtp | 6 | 0.52 |
| nor2b | 6 | 0.16 |
logic make-up after synthesis:
| family | Yosys count | share of synthesized area |
|---|---|---|
| AND/OR/NAND/NOR | 6 | 0.164 |
| other | 1 | 0.0164 |
| buffers and inverters | 9 | 0.295 |
| flip-flops | 6 | 0.525 |
