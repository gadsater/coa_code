==> config.mk <==
export PLATFORM = sky130hd
export DESIGN_NAME = execute
export DESIGN_NICKNAME = execute
export VERILOG_FILES = /design/flow/design.v
export SDC_FILE = /design/flow/constraint.sdc
export NUM_CORES = 4
export LEC_CHECK = 1
export CORE_UTILIZATION = 40
==> constraint.sdc <==
current_design execute

set clk_period 246.3
set clk_io_pct 0.2

create_clock -name clk0 -period $clk_period [get_ports {clk}]

set non_clock_inputs [all_inputs -no_clocks]
set_input_delay [expr $clk_period * $clk_io_pct] -clock clk0 $non_clock_inputs
set_output_delay [expr $clk_period * $clk_io_pct] -clock clk0 [all_outputs]
==> design.v <==
module execute(output reg [31:0] aluresult,
               input [31:0] reg_a,
               input [31:0] reg_b,
               input [1:0]  opcode,
               input        clk);
   always @ (posedge clk) begin
      case (opcode)
        2'b00: aluresult = reg_a + reg_b;
        2'b01: aluresult = reg_a - reg_b;
        2'b10: aluresult = reg_a * reg_b;
        2'b11: aluresult = reg_a / reg_b;
        default: aluresult = reg_a + reg_b;
      endcase  
      $strobe("(:instr-execute (:reg-a %d :reg-b: %d :aluresult %d))",
              reg_a, reg_b, aluresult);
   end
endmodule  
==> run.sh <==
#!/bin/bash
# OpenROAD 26Q1-2900-gdf79404cd8, Yosys 0.63+post, stock flow scripts
make -C /OpenROAD-flow-scripts/flow DESIGN_CONFIG=/design/flow/config.mk WORK_HOME=/design/flow/orfs finish
==> changes_impl.md <==
### Changed

* Status: finished, final reports clean
* Crit end category: flop
* Most instantiated logic cells after routing: nand2_1, ha_1, inv_1
* Dominant flop cell: dfxtp_1
* Synth top area cells: ha_1, fa_1, nand2_1, xnor2_1, inv_1
* Largest net degree at the start of global routing at 48
* Pwr dens at 13.4 mW/mm^2
* Warnings from Yosys at 2
* Worst stage delay on the critical path at 1.06 ns
* CP most frequent cell: ha_1
* Min Tclk post-route at 134.22 ns
* CTS max path bufs at 2
* Remaining global-route overflow at 0
* Synth cell types at 108
* Global-route wire length before repair at 325000 microns
* Via count at between 50000 and 60000
* And-or/or-and share of the synthesized area at between 20% and 30%
* Largest register FFs at 32
* Detailed-route DRC error count at 0
* Lkg Pwr at ~25 nW
* Max IR drop VDD at 0.0519 mV
* Iteration count of the initial detailed-routing pass at 6
* Adder Area Share at a little over a third
* Critical path arrival at 134.48 ns
* Yosys chip area at 0.0484 sq mm
* GP Congestion at 1.03
* Die H at between 300 and 400 microns
* Post-CTS Resized at 0
* RSZ-0062 raised after global routing: false
* Fillers at 12400
* I/O Pins at roughly 100
* Init Core Util at around two fifths
* Slowest stage cell on the critical path: nor3_1
* Hold WC Path Type: in -> reg
* CTS sink count at 32
* Fin Setup TNS at 0 ns
* Async SR Flop Fraction at 0%
* Area Overhead vs Synth at 7.09%
* Startpoint Class: primary input
* Crit path from: reg_b[26]
* Max Transition Viols Final at 0
* Final hold vios at 0
* CTS root buf: clkbuf_16
* Mean number of vias per cell at 6.04
* Routed WL at around 220000 microns
* Die Wd at ~350 microns
* Sequential fraction of the synthesis area at 1.32%
* Top fanout value on the critical path at 31
* 1st-iter DRT viols at 4222
* Routed wire per std cell at 26.7 microns
* Tool warnings at 30
* Max frequency at 7.45 MHz
* Post-Syn Area at ~0.048 sq mm
* Setup Crit Path Kind: in -> reg
* Mean post-synth cell area at about 7.2 sq um
* Top cell area share at 17.8%
* Slew Limit Headroom at under 10%
* Worst-path clk slew at 0.11 ns
* Total CTS buffers at 5
* H-tree depth at 2
* Commonest Layout Cell: nand2_1
* Initial antenna violation count at 6
* DIE AREA at 0.122 sq mm
* Post-CTS setup buffers at 0
* Ys cells at ~6700
* Yosys reg bits at 32
* Crit path DRT at about 250 ns
* Simple-Gate Fraction of Synth Area at 22.3%
* Synth Instances at 6694
* Final hold slack at 49.58 ns
* Max-cap violations at 0
* XORs/XNORs by Area at under 10%
* Vias in the first global route at between 40000 and 50000
* Cell type with the largest total area: ha_1
* Final setup vio count at 0
* Post-route ant nets at 0
* Total track usage at 37.2%
* CTS tree: built
* Worst-Margin Slew at 1.32 ns
* Fin crit share at 54.5%
* IO Port Bufs at ~98
* Num rows at 127
* Mux area share at 1.88%
* DP HPWL at 178000 microns
* Share of layout cells above drive strength 1 at 5.48%
* Flip-flops with a built-in enable at 0
* Synth logic family: adder cells
* Hold-fix buffers, CTS at 0
* Core Footprint at 0.120 sq mm
* Hold_sp: opcode[1]
metal layers:
metal | global-route usage (%) | routed length [microns] | up-vias | part of all wire [%]
met5 | 0.314 | 92 | - | 0.041
met2 | 56.0 | 96100 | 2135 | 43
met3 | 10.3 | 20600 | 405 | 9.3
met4 | 12.0 | 9140 | 8 | 4.1
li1 | - | - | 23400 | -
met1 | 52.1 | 95900 | 24300 | 43
stage by stage:
step           total power, W  util, %  setup slack, ns  cells  area [sq um]
2_1_floorplan        0.000456        -           131.11   6694         48400
3_3_place_gp         0.000668     43.0           114.40   8300         51600
3_5_place_dp         0.000666     43.0           114.19   8300         51600
4_1_cts              0.000681     43.2           114.33   8308         51800
5_1_grt              0.000767     43.2           107.69   8308         51800
6_report             0.000693     43.2           112.08   8314         51800
critical path, delay by kind of cell:
family          cells  cell delay [ns]
fa+ha+maj          31             9.94
buf+inv            19             4.11
compound gates    155            48.68
simple gates       77            20.69
mux                 4             1.49
area by class of cell:
cell class / count / area, sq um / share of cell area [%]
Antenna cell: 6 / 15.0 / 0.0290
Clock buffer: 5 / 125 / 0.241
Clock inverter: 3 / 23.8 / 0.0459
Inverter: 653 / 2450 / 4.73
Multi-Input combinational cell: 5736 / 44300 / 85.5
Sequential cell: 32 / 641 / 1.24
Tap cell: 1612 / 2020 / 3.89
Timing Repair Buffer: 267 / 2250 / 4.34
cells in the mapped netlist, drive strengths merged (18+ instances only):
| master | instances |
|---|---|
| nand2 | 931 |
| ha | 687 |
| inv | 652 |
| nor2 | 539 |
| a21oi | 414 |
| fa | 409 |
| o21ai | 320 |
| xnor2 | 300 |
| clkbuf | 221 |
| nor3 | 188 |
| a21o | 182 |
| xor2 | 172 |
| nand3 | 166 |
| o21a | 137 |
| and2 | 112 |
| a31oi | 102 |
| o211ai | 66 |
| a211oi | 65 |
| or3 | 64 |
| nand2b | 58 |
| o31ai | 58 |
| nor2b | 55 |
| o21bai | 55 |
| mux2 | 54 |
| buf | 52 |
| and3 | 51 |
| or2 | 44 |
| nand4 | 43 |
| nor4 | 40 |
| dfxtp | 32 |
| mux2i | 29 |
| a211o | 27 |
| a21boi | 27 |
| a31o | 24 |
| o22ai | 23 |
| a221oi | 18 |
final timing paths:
kind                                    to  slack, ns  depth (start not counted)
worst max-delay path  aluresult[0]$_DFF_P_     112.08                        286
worst min-delay path  aluresult[1]$_DFF_P_      49.58                          3
power by group:
part | internal [W] | total (W) | switching [W] | leakage, nW
registers | 0.00000890 | 0.0000103 | 0.00000136 | 0.269
logic | 0.000258 | 0.000675 | 0.000417 | 24.3
clock network | 0.00000382 | 0.00000835 | 0.00000453 | 0.0661
total | 0.000270 | 0.000693 | 0.000423 | 24.6
cell families after synthesis:
group                      count (synthesis)
muxes                                     83
AOI/OAI and AO/OA                       1732
DFF                                       32
and+or+nand+nor                         2353
buffers and inverters                    926
xor gates and xnor gates                 472
adders and majority gates               1096
No activity file was given, so power comes from the tool's default toggle rates.
