--- flow/run.sh ---
#!/bin/bash
# OpenROAD 26Q1-2900-gdf79404cd8, Yosys 0.63+post, stock flow scripts
make -C /OpenROAD-flow-scripts/flow DESIGN_CONFIG=/design/flow/config.mk WORK_HOME=/design/flow/orfs finish
--- flow/config.mk ---
export PLATFORM = sky130hd
export DESIGN_NAME = alu_3b
export DESIGN_NICKNAME = alu_3b
export VERILOG_FILES = /design/flow/design.v
export SDC_FILE = /design/flow/constraint.sdc
export NUM_CORES = 4
export LEC_CHECK = 1
export CORE_AREA = 10 10 70 70
export DIE_AREA = 0 0 80 80
--- flow/design.v ---
 module and_i3(y, x0, x1, x2);
	output y;
	input x0, x1, x2;
	assign y = x0 & x1 & x2;
endmodule
module and_i2(y, x0, x1);
	output y;
	input x0, x1;
	assign y = x0 & x1;
endmodule
module and_i2_3b(y, a, b);
	output wire [3:0] y;
	input  [2:0] a, b;
	and_i2 g0(y[0], a[0], b[0]);
	and_i2 g1(y[1], a[1], b[1]);
	and_i2 g2(y[2], a[2], b[2]);
	assign y[3] = 1'b0;
endmodule  
 module nand_i3(y, x0, x1, x2);
	output y;
	input x0, x1, x2;
	assign y = ~(x0 & x1 & x2);
endmodule
module nand_i2(y, x0, x1);
	output y;
	input x0, x1;
	assign y = ~(x0 & x1);
endmodule
module nand_i2_3b(y, a, b);
	output [3:0] y;
	input  [2:0] a, b;
	nand_i2 g0(y[0], a[0], b[0]);
	nand_i2 g1(y[1], a[1], b[1]);
	nand_i2 g2(y[2], a[2], b[2]);
	assign y[3] = 1'b0;
endmodule  
 module nor_i3(y, x0, x1, x2);
	output y;
	input x0, x1, x2;
	assign y = ~(x0 | x1 | x2);
endmodule
module nor_i2(y, x0, x1);
	output y;
	input x0, x1;
	assign y = ~(x0 | x1);
endmodule
module nor_i2_3b(y, a, b);
	output [3:0] y;
	input  [2:0] a, b;
	nor_i2 g0(y[0], a[0], b[0]);
	nor_i2 g1(y[1], a[1], b[1]);
	nor_i2 g2(y[2], a[2], b[2]);
	assign y[3] = 1'b0;
endmodule  
 module not_i1(y, x);
	output y;
	input x;
	assign y = ~x;
endmodule
 module or_i3(y, x0, x1, x2);
	output y;
	input x0, x1, x2;
	assign y = x0 | x1 | x2;
endmodule
module or_i2(y, x0, x1);
    output y;
    input x0, x1;
    assign y = x0 | x1;
endmodule
module or_i2_3b(y, a, b);
	output [3:0] y;
	input  [2:0] a, b;
	or_i2 g0(y[0], a[0], b[0]);
	or_i2 g1(y[1], a[1], b[1]);
	or_i2 g2(y[2], a[2], b[2]);
	assign y[3] = 1'b0;
endmodule  
 module xnor_i3(y, x0, x1, x2);
	output y;
	input x0, x1, x2;
	assign y = ~(x0 ^ x1 ^ x2);
endmodule
module xnor_i2(y, x0, x1);
	output y;
	input x0, x1;
	assign y = ~(x0 ^ x1);
endmodule
module xnor_i2_3b(y, a, b);
	output [3:0] y;
	input  [2:0] a, b;
	xnor_i2 g0(y[0], a[0], b[0]);
	xnor_i2 g1(y[1], a[1], b[1]);
	xnor_i2 g2(y[2], a[2], b[2]);
	assign y[3] = 1'b0;
endmodule  
 module xor_i3(y, x0, x1, x2);
	output y;
	input x0, x1, x2;
	assign y = x0 ^ x1 ^ x2;
endmodule
module xor_i2(y, x0, x1);
	output y;
	input x0, x1;
	assign y = x0 ^ x1;
endmodule
module xor_i2_3b(y, a, b);
	output [3:0] y;
	input  [2:0] a, b;
	xor_i2 g0(y[0], a[0], b[0]);
	xor_i2 g1(y[1], a[1], b[1]);
	xor_i2 g2(y[2], a[2], b[2]);
	assign y[3] = 1'b0;
endmodule  
module fl_add_1b(s, c, x, y, z);
    output s, c;
    input  x, y, z;
    wire   p, q, r;
    xor_i2 g0(p, x, y);
    and_i2 g1(q, x, y);
    xor_i2 g2(s, p, z);
    and_i2 g3(r, p, z);
    or_i2  g4(c, q, r);
endmodule
module fl_add_3b(y, a, b);
    output wire [3:0] y;
    input       [2:0] a, b;
    wire 	          y0, y1;
    fl_add_1b f0(y[0],   y0, a[0], b[0], 1'b0);
	fl_add_1b f1(y[1],   y1, a[1], b[1],   y0);
	fl_add_1b f2(y[2], y[3], a[2], b[2],   y1);
endmodule  
module fl_sub_3b(y, a, b);
    output wire [3:0] y;
    input       [2:0] a, b;
    wire 	          y0, y1;
    fl_add_1b f0(y[0],   y0, a[0], ~b[0], 1'b1);
    fl_add_1b f1(y[1],   y1, a[1], ~b[1],   y0);
    fl_add_1b f2(y[2], y[3], a[2], ~b[2],   y1);
endmodule  
module alu_3b (y, x0, x1, s);
   output wire [3:0] y; 
   input       [2:0] x0, x1, s;	       
   wire        [3:0] y0, y1, y2, y3, y4, y5, y6, y7;
   reg         [3:0] k;
   assign y = k;
   fl_add_3b  g0(y0, x0, x1);
   fl_sub_3b  g1(y1, x0, x1);
   and_i2_3b  g2(y2, x0, x1);
   or_i2_3b   g3(y3, x0, x1);
   xor_i2_3b  g4(y4, x0, x1);
   nand_i2_3b g5(y5, x0, x1);
   nor_i2_3b  g6(y6, x0, x1);
   xnor_i2_3b g7(y7, x0, x1);
   always @(*) begin
      case (s)
	      0 : k = y0;  
	      1 : k = y1;
	      2 : k = y2;
	      3 : k = y3;
	      4 : k = y4;
	      5 : k = y5;
	      6 : k = y6;
	      7 : k = y7;
      endcase  
   end
endmodule  
--- flow/constraint.sdc ---
current_design alu_3b

set clk_period 2.1
set clk_io_pct 0.2

create_clock -name clk0 -period $clk_period

set non_clock_inputs [all_inputs -no_clocks]
set_input_delay [expr $clk_period * $clk_io_pct] -clock clk0 $non_clock_inputs
set_output_delay [expr $clk_period * $clk_io_pct] -clock clk0 [all_outputs]
==> flow_metrics.env <==
# physical design summary
export IMPL_fmax_mhz=392
export IMPL_max_cap_violations=0
export IMPL_yosys_warnings=1
export IMPL_avgRoutedWirePerCell_um=9.30
export IMPL_vias=506
export IMPL_wl_um=1270
export IMPL_p_seq_share_pct=0
export IMPL_period_used_pct=121
export IMPL_top_area_cell="ha_1"
export IMPL_syn_avg_cell_area_um2=7.63
export IMPL_failed_checks="negative setup slack"
export IMPL_row_count=21
export IMPL_worstPathRequired_ps=1680
export IMPL_rsz0062_at_grt="yes"
export IMPL_power_density_mw_per_mm2=194
export IMPL_antenna_found_initial=0
export IMPL_synthDistinctLibCells=25
export IMPL_setup_viol=3
export IMPL_grt_ovfl_total=0
export IMPL_ys_area_um2=450
export IMPL_maxSlewViolCount=0
export IMPL_ir_worst_vdd_mv=0.0433
export IMPL_dr_pass1_iters=2
export IMPL_antenna_cells=0
export IMPL_fill_cells=371
export IMPL_regArea_um2=0
export IMPL_power_leakage_nw=0.380
export IMPL_cp_end_kind="output pin"
export IMPL_die_area_mm2=0.00640
export IMPL_comb_area_um2=465
export IMPL_viasPerCell=3.69
export IMPL_holdWs_ps=1400
export IMPL_areaGrowthSynthToFinish_pct=90.0
export IMPL_drt_initial_drc_count=13
export IMPL_synth_area_um2=450
export IMPL_tns_ps=-890
export IMPL_top_cells_by_count="10 x inv_1, 7 x ha_1, 7 x nand2_1"
export IMPL_grt_pass1_wl_um=2190
export IMPL_drive_gt1_share_pct=52.7
export IMPL_power_switching_w=0.0000711
export IMPL_syn_inst=59
export IMPL_gp_congestion=0.749
export IMPL_die_h_um=80
export IMPL_crit_type="in2out"
export IMPL_warnings=39
export IMPL_coreArea_mm2=0.00342
export IMPL_antenna_left=0
export IMPL_dp_slack_ps=-1310
export IMPL_grt_use_total_pct=3.92
export IMPL_yosysMostFrequentCell="inv_1"
export IMPL_p_total_w=0.000166
export IMPL_ff_count=0
export IMPL_dp_hpwl_um=1030
export IMPL_grt_max_degree=10
export IMPL_hold_class="in2out"
export IMPL_path_max_fanout=2
export IMPL_yosys_stat_cells=59
export IMPL_initial_utilization_pct=13.2
export IMPL_area_leaders="ha_1 19%, fa_1 18%, inv_1 8.3%"
export IMPL_ioPinCount=13
export IMPL_relSlewSlack_pct=72.2
export IMPL_remaining_drc_errors=0
export IMPL_worstMarginPinSlew_ps=413
export IMPL_n_clock_buffer=0
export IMPL_intPower_w=0.0000947
export IMPL_fin_ws_ps=-449
export IMPL_clkPwrFrac_pct=0
export IMPL_postSynthSeqShare_pct=0
export IMPL_p_comb_share_pct=100.0
export IMPL_arrival_ps=2130
export IMPL_grt_pass1_vias=558
export IMPL_io_buffers=13
export IMPL_cp_start_kind="primary input"
export IMPL_top_cell_area_share_pct=19.4
export IMPL_status="finished with violations"
export IMPL_die_x_um=80
export IMPL_fin_crit_ps=2550
export IMPL_hold_viol=0
export IMPL_swShare_pct=42.9
## worst max-delay path, cell delays in order
cell,delay (ps)
buf_8,100
clkinv_4,40
ha_4,110
inv_2,30
fa_2,330
fa_1,480
o21ai_1,60
a221o_1,290
a32oi_1,140
buf_2,120
## cells in the final DEF (no fill, tap or decap), drive strengths merged
| cell type | netlist | routed |
|---|---|---|
| a2111oi | 1 | 1 |
| a21oi | 1 | 1 |
| a221o | 1 | 1 |
| a221oi | 1 | 1 |
| a22o | 1 | 1 |
| a32oi | 2 | 2 |
| buf | 3 | 29 |
| clkdlybuf4s15 | 0 | 1 |
| clkdlybuf4s50 | 0 | 1 |
| clkinv | 0 | 1 |
| dlygate4sd2 | 0 | 4 |
| fa | 4 | 4 |
| ha | 7 | 7 |
| inv | 10 | 9 |
| mux2 | 1 | 1 |
| mux2i | 1 | 1 |
| nand2 | 8 | 8 |
| nand3b | 2 | 2 |
| nand4 | 1 | 1 |
| nor2 | 5 | 5 |
| nor2b | 1 | 1 |
| nor3 | 1 | 1 |
| o2111ai | 1 | 1 |
| o21ai | 4 | 4 |
| o31ai | 1 | 1 |
| o32ai | 1 | 1 |
| or3b | 1 | 1 |
## cell type report
cell class | count | area share, %
inverters | 10 | 5.26
well taps | 46 | 6.73
multi-input cells | 46 | 54.4
repair buffers | 35 | 33.6
## path summary, 6_finish.rpt
path	end	start	cells after the start	slack [ps]
worst max-delay path	y[2]	x0[0]	10	-450
worst min-delay path	y[0]	x1[0]	6	1400
## logic make-up (layout without fill, tap and decap cells)
kind of cell	after synthesis	in the layout	share of synthesized area [%]
compound gates	14	14	24.4
fa+ha+maj	11	11	37.2
buf+inv	13	45	13.1
mux	2	2	4.72
simple gates	19	19	20.6
## power groups by stage
stage	Sequential (W)	Clock (W)	Combinational (W)
4_1_cts	0	0	0.000165
5_1_grt	0	0	0.000187
6_report	0	0	0.000166
## repair_timing
action | 4_1_cts | 5_1_grt
buffers inserted | 6 | 2
hold buffers | 0 | 0
gates resized | 60 | 8
pin swaps | 14 | 16
endpoints found under the setup margin | 4 | 4
## per-stage QoR
| stage | area, um^2 | utilization, % | instances |
|---|---|---|---|
| 2_1_floorplan | 453 | - | 59 |
| 3_3_place_gp | 754 | 22.1 | 133 |
| 3_5_place_dp | 754 | 22.1 | 133 |
| 4_1_cts | 858 | 25.1 | 139 |
| 5_1_grt | 856 | 25.1 | 137 |
| 6_report | 856 | 25.1 | 137 |
## routing by layer
metal / up-vias / part of all wire, % / GRT usage [%]
li1: 273 / - / -
met1: 227 / 47 / 4.73
met2: 6 / 47 / 7.14
met3: 0 / 5.9 / 0.795
met4: 0 / 0 / 0.352
met5: - / 0 / 0
Power and IR drop assume default switching activity.
